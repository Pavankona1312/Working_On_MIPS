==> design/flow/design.v <==
module full_adder(
    input a, b, cin,
    output s, cout
);
    assign {cout, s} = a + b + cin;
endmodule
module rca(  
    input  [31:0] a, b,
    input         cin,
    output [31:0] sum,
    output        cout
);
    wire [32:0] c;
    assign c[0] = cin;
    genvar i;
    generate
        for (i = 0; i < 32; i = i + 1) begin : rca_loop
            full_adder fa (.a (a[i]), .b (b[i]), .cin (c[i]), .s (sum[i]), .cout (c[i+1]));
        end
    endgenerate
    assign cout = c[32];
endmodule
module slt(
    input  signed [31:0] a, b,  
    output [31:0] r
);
    assign r = (a < b) ? 32'b1 : 32'b0;
endmodule
module alu(
    input  [31:0] a, b,
    input  [2:0]  F,
    output reg [31:0] y,
    output zero
);
    wire [31:0] add_res, slt_res;
    wire cout;
    wire [31:0] bb = F[2] ? ~b : b;   
    rca add_unit(.a(a), .b(bb), .cin(F[2]), .sum(add_res), .cout(cout));
    slt slt_unit(.a(a), .b(b), .r(slt_res));
    always @(*) begin
        case (F)
            3'b00: y = a & bb;          
            3'b001: y = a | bb;          
            3'b010: y = add_res;         
            3'b110: y = add_res;         
            3'b111: y = slt_res;         
            default: y = 32'b0;
        endcase
    end
    assign zero = (aluout == 0) ? 1 : 0;
endmodule
==> design/flow/run.sh <==
#!/bin/bash
# OpenROAD 26Q1-2900-gdf79404cd8, Yosys 0.63+post, stock flow scripts
make -C /OpenROAD-flow-scripts/flow DESIGN_CONFIG=/design/flow/config.mk WORK_HOME=/design/flow/orfs finish
==> design/flow/config.mk <==
export PLATFORM = sky130hd
export DESIGN_NAME = alu
export DESIGN_NICKNAME = alu
export VERILOG_FILES = /design/flow/design.v
export SDC_FILE = /design/flow/constraint.sdc
export NUM_CORES = 4
export LEC_CHECK = 1
export CORE_UTILIZATION = 50
==> design/flow/constraint.sdc <==
current_design alu

set clk_period 38.5
set clk_io_pct 0.2

create_clock -name clk0 -period $clk_period

set non_clock_inputs [all_inputs -no_clocks]
set_input_delay [expr $clk_period * $clk_io_pct] -clock clk0 $non_clock_inputs
set_output_delay [expr $clk_period * $clk_io_pct] -clock clk0 [all_outputs]
==> metrics.yaml <==
highest_layer: "met3"
top_cell_area_share_pct: 24.6
drt_pre_antenna_iters: 4
wl_met2_mm: 2.54
synth_seq_share_pct: 0
grt_pass1_vias: 2097
antenna_found_initial: 0
finalSetupTns_ns: 0
fp.dieH_um: 71.9
critPathLaunch: "b[0]"
finalCriticalPeriod_ns: 29.86
die-area_mm2: 0.00517
cp_top_family: "adder cells"
p_total_w: 0.0000482
warnings: 33
cap_violations: 0
post_cts_buffers: 0
xor_share_pct: 11.5
grt_pass1_wl_mm: 9.34
antennaDiodeCount: 0
relSlewSlack_pct: 61.7
drt_iter0_drc: 72
pre_cts_slack_ns: 8.61
setup_viol: 0
wl_per_cell_um: 12.3
clock_buffers: 0
ys_sh_aoi_pct: 18.7
rsz0062_at_grt: "no"
status: "completed"
via_count: 2253
wl_met1_mm: 2.65
end_kind: "output pin"
final-hold-violation-count: 0
cp.depth: 41
grt_overflow: 0
final.setup.worst_slack_ns: 8.64
cp-start-kind: "input pin"
topCombFamilyByArea: "adder cells"
die_w_um: 71.9
fp_util_pct: 51.8
crit_buf_inv: 5
yosys_warnings: 3
slowest_delay_ns: 0.53
numPortBuffers: 99
core_area_mm2: 0.00472
worstPathMaxFanout: 4
synth.most_common_cell: "inv_1"
cts_hold_buf: 0
fin_hold_ws_ns: 16.39
synth_stat.cells: 284
fmax_ghz: 0.0335
drc: 0
synth_area_per_cell_um2: 8.61
grt_max_degree: 37
vdd_drop_max_uv: 8.49
finalCritPeriodShare_pct: 77.5
place_congestion: 0.832
routed_wl_mm: 5.38
dp_hpwl_mm: 4.46
ys_types: 33
grt_usage_pct: 22.7
leakagePower_nw: 1.51
seq_area_um2: 0
crit_top_cell: "fa_1"
hold_path_class: "input pin to output pin"
ys_top_cells_by_count: "inv_1, ha_1, fa_1, maj3_1, xor2_1"
via_per_inst: 5.13
synth.area.mux_share_pct: 0.819
fin_util_pct: 73.8
post_cts_resized: 0
area_growth_pct: 42.6
dr_wl_met3_um: 190
ios: 100
top_area_cell: "fa_1"
crit_type: "input pin to output pin"
cp_slowest_cell: "clkdlybuf4s50_1"
antenna_left: 0
syn_inst: 284
ys_sh_simple_pct: 8.14
synth-area-yosys_mm2: 0.00244
rows: 25
fa_ha_area_share_pct: 52.3
drv_slew: 0
endpoint: "y[31]"
mappedNetlistArea_mm2: 0.00244
drive_above_1_share_pct: 2.15
flops: 0
ys_top_cells_by_area: "fa_1, ha_1, maj3_1, xor2_1, a22o_1"
p_per_area_mw_per_mm2: 13.8
required_ns: 30.80
worstPathArrival_ns: 22.16
worst_pin_slew_ns: 0.574
-- placed cells by master, fill, tap and decap left out, drive strengths merged --
| master | instances |
|---|---|
| a2111o | 1 |
| a21oi | 17 |
| a221oi | 2 |
| a22o | 28 |
| a31oi | 1 |
| a32oi | 1 |
| a41oi | 1 |
| and3 | 2 |
| and4 | 1 |
| buf | 5 |
| clkdlybuf4s50 | 98 |
| conb | 1 |
| fa | 30 |
| ha | 31 |
| inv | 38 |
| maj3 | 29 |
| mux2i | 2 |
| nand2 | 17 |
| nand2b | 2 |
| nand3 | 4 |
| nand4 | 2 |
| nor2 | 7 |
| nor2b | 1 |
| nor3b | 1 |
| nor4b | 1 |
| o21ai | 15 |
| or2b | 1 |
| or4 | 1 |
| xnor2 | 3 |
| xor2 | 29 |
-- stage by stage --
step	area, µm²	std cells
6_report	3490	439
4_1_cts	3490	439
3_5_place_dp	3490	439
3_3_place_gp	3490	439
5_1_grt	3490	439
2_1_floorplan	2440	284
-- how the worst min path moves through the flow --
stage,cells past startpoint,start,to
6_report,5,F[2],y[31]
5_1_grt,5,F[2],y[31]
4_1_cts,5,F[2],y[31]
-- final cells by class --
class                      count  area, µm²
multi-input combinational    231       2240
fill                         376       1240
timing repair buffer         103       1020
inverter                      38        143
tap                           67       83.8
-- metal layers --
layer / up-vias / global-route usage (%)
met5: - / 0
met4: 0 / 0
met2: 54 / 37.6
met3: 0 / 1.27
li1: 1166 / -
met1: 1033 / 36.8
-- report_power, final --
part	total, W	switching (W)	internal (W)	leakage, nW
registers	0	0	0	0
logic	0.0000482	0.0000199	0.0000283	1.51
clock network	0	0	0	0
total	0.0000482	0.0000199	0.0000283	1.51
-- logic make-up (layout without fill, tap and decap cells) --
family,Yosys count,count (layout)
xor gates and xnor gates,32,32
and+or+nand+nor,40,40
muxes,2,2
other,1,1
adders and majority gates,90,90
AOI/OAI and AO/OA,66,66
buffers and inverters,53,141
Power figures rest on the tool's default switching activity, not on a simulated workload.
